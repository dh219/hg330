===== constraint.sdc =====
current_design autoconfig

set clk_period 1.3
set clk_io_pct 0.2

create_clock -name clk0 -period $clk_period [get_ports {AS20}]
create_clock -name clk1 -period $clk_period [get_ports {DS20}]

set non_clock_inputs [all_inputs -no_clocks]
set_input_delay [expr $clk_period * $clk_io_pct] -clock clk0 $non_clock_inputs
set_output_delay [expr $clk_period * $clk_io_pct] -clock clk0 [all_outputs]

===== config.mk =====
export PLATFORM = sky130hd
export DESIGN_NAME = autoconfig
export DESIGN_NICKNAME = autoconfig
export VERILOG_FILES = /design/flow/design.v
export SDC_FILE = /design/flow/constraint.sdc
export NUM_CORES = 4
export LEC_CHECK = 1
export CORE_AREA = 10 10 70 70
export DIE_AREA = 0 0 80 80

===== run.sh =====
#!/bin/bash
# OpenROAD 26Q1-2900-gdf79404cd8, Yosys 0.63+post, stock flow scripts
make -C /OpenROAD-flow-scripts/flow DESIGN_CONFIG=/design/flow/config.mk WORK_HOME=/design/flow/orfs finish

===== design.v =====
`timescale 1ns / 1ps
module autoconfig(
           input    RESET,
           input 	AS20,
           input 	RW20,
           input 	DS20,
           input [31:0] A,
           output [7:4] DOUT,
           output  ACCESS,
           output  DECODE
       );
reg config_out = 'd0;
reg configured = 'd0;
reg shutup = 'd0;
reg [7:4] data_out = 'd0;
wire Z2_ACCESS = ({A[31:16]} != {16'h00E8}) | (&config_out);
wire Z2_WRITE = (Z2_ACCESS | RW20);
wire [5:0] zaddr = {A[6:1]};
always @(posedge AS20 or negedge RESET) begin
    if (RESET == 1'b0) begin
        config_out <= 'd0;
    end else begin
        config_out <= configured | shutup;
    end
end
always @(negedge DS20 or negedge RESET) begin
    if (RESET == 1'b0) begin
        configured <= 'd0;
        shutup <= 'd0;
        data_out[7:4] <= 4'hf;
    end else begin
            if (Z2_WRITE == 1'b0) begin
                    case (zaddr)
                    'h22: begin  
                        configured <= 1'b1;
                    end
                    'h26: begin  
                        shutup <= 1'b1;
                    end
                endcase
            end
            case (zaddr)
                'h00: data_out[7:4] <= 4'ha;
                'h01: data_out[7:4] <= 4'h3;  
                'h03: data_out[7:4] <= 4'hc;
                'h04: data_out[7:4] <= 4'h4;
                'h08: data_out[7:4] <= 4'he;
                'h09: data_out[7:4] <= 4'hc;
                'h0a: data_out[7:4] <= 4'h2;
                'h0b: data_out[7:4] <= 4'h7;
                'h11: data_out[7:4] <= 4'he;
                'h12: data_out[7:4] <= 4'hb;
                'h13: data_out[7:4] <= 4'h5;
                default: data_out[7:4] <= 4'hf;
            endcase
    end
end
assign DECODE = ({A[31:27]} != {5'b0100_0}) | shutup;   
assign ACCESS = Z2_ACCESS;
assign DOUT = data_out;
endmodule

==> impl_metrics.tcl <==
# metrics dict for downstream scripts
set metrics [dict create \
    ios 42 \
    tightest_slew_ns 0.2374 \
    worst_ir_drop_vdd_mv 0.1706 \
    r2r_cells 3 \
    grt_pass1_wl_um 2566 \
    grt_pass1_vias 607 \
    synthToLayoutAreaGrowth_pct 128.1 \
    crit_arrival_ns 1.54 \
    clk_pin_slew_ns 0.04 \
    core_sq_um 3416 \
    rrSetupSlack_ns -0.26 \
    drc_errors 0 \
    synthTopCellsByCount "ha_1, inv_1, dfstp_2, nand2_1" \
    fin_ws_ns -0.4978 \
    track_usage_pct 4.769 \
    antenna_found_initial 0 \
    synthFlopType "dfstp_2" \
    chipArea_sq_um 6400 \
    setup_viol 13 \
    hold_path_end "configured" \
    routedWlPerCell_um 11.15 \
    ant_nets 0 \
    critPathCaptureType "primary output" \
    totalWireLength_um 1695 \
    yosysCellCount 53 \
    syn_area_sq_um 506.7 \
    start_kind "register" \
    crit_buf_inv 1 \
    synth_async_sr_flop_share_pct 100.0 \
    synth_cell_types 29 \
    port_buffers 30 \
    gr-total-overflow 0 \
    drt_iter0_markers 15 \
    yosysWarnings 1 \
    drt_first_pass_iters 4 \
    fin_worst_skew_ns 0 \
    cts_buffers 3 \
    violations "setup timing" \
    die_h_um 80 \
    dr_total_vias 573 \
    min_path_type "register to register" \
    cp.required_ns 1.04 \
    startpoint "data_out[5]" \
    outcome "complete, but fails checks" \
    min_from "configured" \
    top_cell_area_share_pct 20.74 \
    worst_r2r_endpoint "config_out" \
    antenna_cells 0 \
    gp_congestion 0.8176 \
    drive_gt1_share_pct 64.15 \
    place_inst 141 \
    dieWidth_um 80 \
    finalHoldViolCount 0 \
    path_max_fanout 1 \
    power_mw 0.6684 \
    r2r_start "shutup" \
    worstSetupPathType "register to primary output" \
    grt_start_max_net_pins 8 \
    rsz0062_at_grt "yes" \
    avgViaCountPerCell 3.770 \
    path_cells "buf_2" \
    slew_headroom_pct 84.12 \
    place_ws_ns -1.217 \
    stdcell_count 152 \
    cpLargestDelayFamily "flip-flops" \
    fp_util_pct 14.84 \
    holdPathStages 2 \
    drv_slew 0 \
    synth-area-yosys_sq_um 506.7 \
    synthCells 53 \
    synth-edff-count 0 \
    avgSynthCellArea_sq_um 9.561 \
    dp_hpwl_um 1374 \
    ys_seq_share_pct 35.56 \
    cts_buffer_depth 2 \
    max_cap_violations 0 \
    slowest_delay_ns 0.50 \
    rows 21 \
    synth-seq-cells 7 \
    htree_levels 1 \
    crit_slowest_cell "dfstp_2" \
    powerDensity_nw_per_um2 578.2 \
    tool_warnings 48 \
    p_leak_nw 0.5145 \
    tritoncts "done" \
    top_area_cell "dfstp_2" \
    root_buffer "clkbuf_4" \
    synthTopCellsByArea "dfstp_2, ha_1, dfrtn_1" \
    cts_hold_buf 0 \
]
[worst max-delay path by stage]
stage,to,depth (start not counted)
after CTS,data_out[4],7
after global routing,DOUT[7],1
final,DOUT[5],1
[power by group]
group	internal (mW)	switching, mW
clock network	0.133	0.0971
logic	0.130	0.0777
registers	0.230	0.00110
total	0.493	0.176
[flip-flops by register name, summed over array words and instances, names as in the netlist]
signal and cells:
configured 1, config_out 1, data_out 4, shutup 1
[logic make-up after synthesis]
kind of cell	synth area share, %
AOI/OAI and AO/OA	12.10
muxes	1.975
adders and majority gates	12.35
xor gates and xnor gates	1.729
buffers and inverters	6.913
DFF	35.56
and+or+nand+nor	29.38
[layout make-up]
| class | count | area [sq um] |
|---|---|---|
| Fill cell | 354 | 2260 |
| Timing Repair Buffer | 48 | 426.7 |
| Multi-Input combinational cell | 39 | 415.4 |
| Sequential cell | 7 | 180.2 |
| Tap cell | 46 | 57.56 |
| Inverter | 4 | 35.03 |
| Clock buffer | 4 | 26.28 |
| Clock inverter | 4 | 15.01 |
[metal layers]
layer | global-route usage, % | part of all wire (%) | vias to the layer above
met4 | 2.113 | 1.8 | 0
li1 | - | - | 291
met1 | 6.195 | 44 | 257
met2 | 7.143 | 45 | 23
met5 | 0 | 0 | -
met3 | 1.364 | 9.3 | 2
[metrics by stage]
stage	util, %	area [sq um]	hold WS (ns)	TNS [ns]
finish	33.85	1156	0.4173	-4.359
global route	33.85	1156	0.4334	-4.794
CTS	30.04	1026	0.4179	-5.072
detailed placement	29.56	1010	0.4066	-10.74
global placement	29.56	1010	0.3952	-10.60
floorplan	-	576.8	-0.03559	-2.411
[cell usage in the layout, fill, tap and decap left out, types with 2 or more instances in the layout]
master          synthesis  final
nand3b_1                3      3
dfstp_2                 4      4
ha_4                    0      4
a221o_1                 2      2
buf_4                   0     10
clkbuf_4                0      3
clkbuf_2                0      4
nor2_1                  3      2
buf_12                  0      3
nand2_1                 4      3
o31ai_2                 0      2
nor2b_4                 0      2
inv_1                   5      5
dlygate4sd2_1           0      4
dlymetal6s2s_1          0      2
buf_8                   0      2
dfrtn_1                 2      2
buf_2                   1     12
buf_6                   1      9
[timing repair]
item	CTS	global route
resized	83	44
setup endpoints to repair	13	13
pin swaps	15	18
buffers inserted	2	4
